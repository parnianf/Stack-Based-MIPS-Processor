==> flow/design.v <==
`timescale 1ns/1ns
module Controller(clk, rst, OPC, push, pop, tos, PCWrite, PCWriteCond, IorD, MemWrite, MemRead, IRWrite, StackSrc, ldA, ldB, ALUSrcB, PCSrc,ALUSrcA, ALUControl);
  input clk, rst;
  input [2:0] OPC;
  output push, pop, tos, PCWrite, PCWriteCond, IorD, MemWrite, MemRead, IRWrite, StackSrc, ldA, ldB, ALUSrcB, PCSrc;
  reg push, pop, tos, PCWrite, PCWriteCond, IorD, MemWrite, MemRead, IRWrite, StackSrc, ldA, ldB, ALUSrcB, PCSrc;
  output [1:0] ALUSrcA, ALUControl;
  reg [1:0] ALUSrcA, ALUControl;
  reg [4:0] ns, ps;
  parameter [4:0] IF = 0, ID = 1, A = 2, B = 3, C = 4, D = 5, E = 6, F = 7, G = 8, H = 9, I = 10,
                  J = 11, K = 12, L = 13, M = 14, N = 15, O = 16, P = 17, Q = 18, R = 19, S = 20, T = 21;
  always@(ps, OPC)begin
    ns = IF;
    case(ps)
      IF : ns = ID;
      ID : 
        case(OPC)
          3'b000 : ns = A;
          3'b001 : ns = A;
          3'b010 : ns = A;
          3'b011 : ns = I;
          3'b100 : ns = O;
          3'b101 : ns = L;
          3'b110 : ns = T;
          3'b111 : ns = Q;     
        endcase
      A : ns = B;
      B : ns = C;
      C : ns = D;
      D : 
        case(OPC)
          3'b000 : ns = E;
          3'b001 : ns = F;
          3'b010 : ns = G;
        endcase
      E : ns = H;
      F : ns = H;
      G : ns = H;
      H : ns = IF;
      I : ns = J;
      J : ns = K;
      K : ns = H;
      L : ns = M;
      M : ns = N;
      N : ns = IF;
      O : ns = P;
      P : ns = IF; 
      Q : ns = R;
      R : ns = S;
      S : ns = IF;
      T : ns = IF;
    endcase
  end
  always@(ps)begin
    {push, pop, tos, PCWrite, PCWriteCond, IorD, MemWrite, MemRead, IRWrite, StackSrc, ldA, ldB, ALUSrcB, PCSrc, ALUSrcA, ALUControl} = 18'd0;
    case(ps)
      IF : {MemRead, IRWrite, ALUSrcB,PCWrite} = 4'b1111;
      ID : ;
      A : pop = 1'b1;
      B : ldA = 1'b1;
      C : pop = 1'b1;
      D : ldB = 1'b1;
      E : ALUSrcA = 2'b10;
      F : begin ALUSrcA = 2'b10; ALUControl = 2'b01; end
      G : begin ALUSrcA = 2'b10; ALUControl = 2'b10; end
      H : push = 1'b1;
      I : pop = 1'b1;
      J : ldB = 1'b1;
      K : begin ALUSrcA = 2'b01; ALUControl = 2'b01; end
      L : pop = 1'b1;
      M : ldA = 1'b1;
      N : {IorD, MemWrite} = 2'b11;
      O : {IorD, MemRead} = 2'b11;
      P : {StackSrc, push} = 2'b11;
      Q : tos = 1'b1;
      R : ldA = 1'b1;
      S : {PCWriteCond, PCSrc} = 2'b11;
      T : {PCSrc, PCWrite} = 2'b11;
    endcase
  end
  always@(posedge clk, posedge rst)begin
    if(rst)
      ps <= IF;
    else
      ps <= ns;
  end
endmodule
==> flow/run.sh <==
#!/bin/bash
# OpenROAD 26Q1-2900-gdf79404cd8, Yosys 0.63+post, stock flow scripts
make -C /OpenROAD-flow-scripts/flow DESIGN_CONFIG=/design/flow/config.mk WORK_HOME=/design/flow/orfs finish
==> flow/config.mk <==
export PLATFORM = sky130hd
export DESIGN_NAME = Controller
export DESIGN_NICKNAME = Controller
export VERILOG_FILES = /design/flow/design.v
export SDC_FILE = /design/flow/constraint.sdc
export NUM_CORES = 4
export LEC_CHECK = 1
export CORE_AREA = 10 10 82 82
export DIE_AREA = 0 0 92 92
==> flow/constraint.sdc <==
current_design Controller

set clk_period 3.2
set clk_io_pct 0.2

create_clock -name clk0 -period $clk_period [get_ports {clk}]

set non_clock_inputs [all_inputs -no_clocks]
set_input_delay [expr $clk_period * $clk_io_pct] -clock clk0 $non_clock_inputs
set_output_delay [expr $clk_period * $clk_io_pct] -clock clk0 [all_outputs]
==> notes.md <==
run metrics: Iter 0 DRT Violations 80, Reg-to-Reg Start ps[3], Final Wtd Congestion 0.8339, Post-Syn Area 733.2 µm², number of diodes 0, Synth Area per Inst between 7 and 8 µm², Largest Register ps, Via Count 759, WP data arrival 2120 ps, global route overflow 0, io pins 23, CTS tree done, Main synth FF type dfrtp_1, final critical-path share of the clock period 86.28%, worst skew pair latency 220 ps, status finished clean, Cell Type Count just over 40, GRT Util Overall under 10%, fin crit period 2761 ps, clock slew at reported path FFs roughly 30 ps, commonest cells in the synthesized netlist buf_2 (6), nand2_1 (6), nor2_1 (6), nor2b_1 (6), nor3_1 (6), Clock power frac 14.2%, final wirelength 2069 µm, Die H 92 µm, Root Driver clkbuf_8, Log Warnings 29, Initial Util 14.45%, endpoints failing setup 0, Fmax around 360 MHz, Post-CTS Hold Buffers 0, sequential share of power 29.7%, depth of the most critical reg-to-reg path 3, FP Rows 26, Min Hold Slack 630.5 ps, register bit count reported by yosys 5, Area growth syn-to-layout 39.93%, Top area cell types dfrtp_1 (17%), ha_1 (8.5%), nor2b_1 (5.1%), max-cap viol count 0, Post-synth EDFFs 0, Core ar. approximately 5000 µm², ANT nets after route 0, Detailed Routing Iterations Pass 1 4, Largest register FFs 5, Syn Inst Count ~99, Worst R2R End ps[3], Clock Path Buffers 2, R2R Setup Slk 1500 ps, layout cells sized above 1 3.509%, Gates resized, CTS repair 0, filler cell count 583, Crit. End Element output pin, CP Launch Type register, PwrDens 777.3 nW/µm², CP required 2560 ps, Switch Pwr 345.5 µW, TNS Setup 0 ps, ys cells 99, maximum number of pins on one net before global-route repair 24, yosys stat area 733.2 µm², initial antenna violation count 0, post-detail-place hpwl 1542 µm, critical path type register to output pin, Worst Tran Pin Value 665.1 ps, crit path from ps[0], die area 8464 µm², DR DRC count 0, post-DR wirelength/cell ~11 µm, CTS H-tree depth 1, number of global-route vias before repair 755, CP Max Fanout 23, RSZ-0062 raised after global routing false, vias per std cell between 4 and 5, Synth area leader dfrtp_1, VDD IR max 0.2510 mV, synth warn 1, final clock skew 2.881 ps, Top-area cell share between 15 and 20%, post-synthesis sequential area ratio between 10% and 20%, Slew headroom 55.66%, Hold Crit Class primary input to asynchronous set/reset pin, Die Wd 92 µm, I/O Buffers 22, Num CTS Buffers 3, clock sinks 5, combinational power share between 50% and 60%, fraction of registers with async set/reset roughly 100%, Slew Limit Fails 0, Leak Pwr between 0.0004 and 0.0005 µW, largest registers ps (5), Sw Ratio a little over two fifths, Post-CTS Setup Inserts 0, final hold viol count 0, Internal ~450 µW, global-route wire length before repair 3546 µm
==> area by class of cell <==
| type | count | area (µm²) | share of cell area (%) |
|---|---|---|---|
| Inverter | 3 | 11.26 | 1.098 |
| Multi-Input combinational cell | 80 | 536.8 | 52.32 |
| Sequential cell | 5 | 125.1 | 12.20 |
| Tap cell | 70 | 87.58 | 8.537 |
| Clock buffer | 4 | 45.04 | 4.390 |
| Timing Repair Buffer | 22 | 220.2 | 21.46 |
==> routing by layer <==
metal	vias to the layer above	global-route usage [%]	share of wire, %
li1	384	-	-
met1	350	5.830	44
met2	23	7.765	44
met3	2	2.059	9.4
met4	0	0.8997	2.0
met5	-	0	0
==> power by group through the flow <==
stage     Sequential (µW)  Clock [µW]  Combinational [µW]
4_1_cts               236         117                 457
6_report              237         114                 447
5_1_grt               256         123                 505
==> worst max-delay path, stage by stage, from the launching register on <==
cell and delay (ps):
dfrtp_1 750, nor2b_2 390, and3_1 220, a21o_1 90
clkdlybuf4s50_1 460
==> cells by family after synthesis <==
| family | count (synthesis) | share of synthesized area (%) |
|---|---|---|
| simple gates | 55 | 44.03 |
| compound gates | 17 | 16.90 |
| buf+inv | 14 | 9.727 |
| fa+ha+maj | 5 | 8.532 |
| flops | 5 | 17.06 |
| xor+xnor | 2 | 2.390 |
| mux | 1 | 1.365 |
==> metrics by stage <==
stage	worst slack (ps)	utilization, %	cell area, µm²	total power [µW]	std cells
final	439.1	20.22	1026	797.5	184
after global routing	225.7	20.22	1026	883.8	184
after CTS	440.2	20.22	1026	809.5	184
after detailed placement	694.2	19.33	980.9	689.0	180
after global placement	705.2	19.33	980.9	690.6	180
after floorplan	1472	-	733.2	513.0	99
==> placed cells by master, fill, tap and decap left out, drive strengths merged, types with 2 or more instances in the layout <==
master,instances
nor2,6
nand2b,4
ha,5
and3,4
nand3,4
nand4,3
a21o,2
nand2,6
dfrtp,5
o21ai,2
nor2b,7
inv,3
clkdlybuf4s50,22
nor3,6
clkbuf,4
or3,2
a22oi,2
nor4,2
a21oi,2
and2,3
nor3b,2
==> worst max path at each step <==
stage | to | slack (ps) | cells past startpoint
after CTS | IorD | 440 | 4
after global routing | pop | 230 | 4
final | IorD | 440 | 4
No activity file was given, so power comes from the tool's default toggle rates.
